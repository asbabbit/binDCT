==> design/flow/design.v <==
`timescale 1ns / 1ps
module fbindct_bram_ctrl #(
    parameter DATA_WIDTH = 32,
    parameter ADDR_WIDTH = 13,
    parameter DATA_DEPTH = 512,
    parameter BRAM_DEPTH = 8192,
    parameter ROW_DIM = 8,
    parameter IN_WIDTH = 8
)(
    input                                   clk,
    input                                   rst,
    input  wire     [1:0]                   ps_gpio,   
    output reg      [0:0]                   ps_irq,    
    output reg      [ADDR_WIDTH-1:0]        bram_addr,     
    output wire     [DATA_WIDTH-1:0]        bram_wrdata,   
    input  wire     [DATA_WIDTH-1:0]        bram_rddata,   
    output reg                              bram_en,       
    output wire                             bram_we,       
    output reg                                  dct_load,    
    input  wire                                 dct_valid,   
    output wire [ROW_DIM*IN_WIDTH-1:0]          dct_row      
);
function integer clogb2 (input integer bit_depth);
  begin
    for(clogb2=0; bit_depth>0; clogb2=clogb2+1)
      bit_depth = bit_depth >> 1;
  end
endfunction
localparam integer ROW_COUNT_BITS = clogb2(ROW_DIM);
localparam integer WORDS_PER_ROW  = ROW_DIM*IN_WIDTH/DATA_WIDTH;
localparam integer WORD_COUNT_BITS = clogb2(WORDS_PER_ROW);
localparam A_BASE_ADDR = {ADDR_WIDTH{1'b0}};
localparam A_HIGH_ADDR = A_BASE_ADDR + DATA_DEPTH - 1;
localparam B_BASE_ADDR = A_HIGH_ADDR + 1;
localparam B_HIGH_ADDR = B_BASE_ADDR + DATA_DEPTH - 1;
localparam IDLE = 2'b000;
localparam START = 2'b001;
localparam WRITE_ROW = 2'b010;
localparam PROCESSING = 2'b011;
localparam IN_A = 1'b0;
localparam IN_B = 1'b1;
wire A_ready = ps_gpio[0];
wire B_ready = ps_gpio[1];
assign bram_wrdata = {DATA_WIDTH{1'b0}};  
assign bram_we = 1'b0;                    
generate
  genvar i;
  for(i=0; i<WORDS_PER_ROW; i=i+1) begin : gen_dct_row
    assign dct_row[i*DATA_WIDTH +: DATA_WIDTH] = words[i];
  end
endgenerate
reg [2:0]                   state;
reg                         buffer;                              
reg [ROW_COUNT_BITS-1:0]    row_counter;                         
reg [DATA_WIDTH-1:0]        words [WORDS_PER_ROW-1:0];           
reg [WORD_COUNT_BITS-1:0]   word_addr;                           
always @(posedge clk) begin
  if (rst) begin
    bram_en <= 0;
    bram_addr <= A_BASE_ADDR;
    dct_load <=0;
    ps_irq  <= 0;
    state <= IDLE;
    buffer <= IN_B;
    row_counter <= 0;
    word_addr <= 0;
  end else begin
    case (state)
      IDLE: begin
        if (A_ready && (buffer == IN_B)) begin    
          state <= START;
          buffer <= IN_A;
          bram_addr <= A_BASE_ADDR;
          bram_en <= 1'b1;
        end else if (B_ready && (buffer == IN_A)) begin
          state <= START;
          buffer <= IN_B;
          bram_addr <= B_BASE_ADDR;
          bram_en <= 1'b1;
        end else begin
          state <= IDLE;
        end
      end
      START: begin
        state <= WRITE_ROW;
        bram_addr <= bram_addr + 1;
      end
      WRITE_ROW: begin
        words[word_addr] <= bram_rddata;
        if (word_addr == WORDS_PER_ROW-1) begin
          state <= PROCESSING;
          dct_load <= 1'b1;
          bram_en <= 1'b0;
          word_addr <= 0;
        end else begin
          word_addr <= word_addr + 1;
          bram_addr <= bram_addr + 1;
        end
      end
      PROCESSING: begin
        dct_load <= 1'b0;    
        if(dct_valid) begin  
          if(row_counter == ROW_DIM-1) begin  
            state <= IDLE;
            row_counter <=0;
            ps_irq <= ~ps_irq;    
          end else begin       
            state <= START;
            bram_en <= 1'b1;
            row_counter <= row_counter + 1;
          end
        end
      end
      default: begin
        state <= IDLE;
      end
    endcase
  end
end
endmodule
==> design/flow/run.sh <==
#!/bin/bash
# OpenROAD 26Q1-2900-gdf79404cd8, Yosys 0.63+post, stock flow scripts
make -C /OpenROAD-flow-scripts/flow DESIGN_CONFIG=/design/flow/config.mk WORK_HOME=/design/flow/orfs finish
==> design/flow/config.mk <==
export PLATFORM = sky130hd
export DESIGN_NAME = fbindct_bram_ctrl
export DESIGN_NICKNAME = fbindct_bram_ctrl
export VERILOG_FILES = /design/flow/design.v
export SDC_FILE = /design/flow/constraint.sdc
export NUM_CORES = 4
export LEC_CHECK = 1
export CORE_UTILIZATION = 50
==> design/flow/constraint.sdc <==
current_design fbindct_bram_ctrl

set clk_period 5.4
set clk_io_pct 0.2

create_clock -name clk0 -period $clk_period [get_ports {clk}]

set non_clock_inputs [all_inputs -no_clocks]
set_input_delay [expr $clk_period * $clk_io_pct] -clock clk0 $non_clock_inputs
set_output_delay [expr $clk_period * $clk_io_pct] -clock clk0 [all_outputs]
==> results.txt <==
The run has ended; figures from its reports follow.

The run finished with clean final reports. Looking at the critical path, the highest net fanout was 32. After legalization and detailed placement, the total HPWL measured 4650 um. Power spread over the standard cell area amounts to 291 nW/um^2. By area the synthesized netlist is led by edfxtp_1 56%, dfxtp_1 16%, buf_4 7.2%. The worst setup path is launched from a primary input. The buffer_ports step reported a buffer count of around 120. The post-route fraction of the period consumed by the critical path is 46.9%. The script logs the mean routed wire length per placed instance as 14.9 um. The leakage power came out at approximately 1.7 nW.

The width of the die came out at around 85 um. The total number of clock tree sinks is 91. The clock tree from TritonCTS is done. At the pin with the least slew margin, the transition time is 0.679 ns. The number of warnings printed during yosys synthesis is 1. The number of rows in the core area came out at 29.

The type of destination of the critical path is a flip-flop. The shortest clock period the worst path allows after layout is 2.53 ns. The via count of the first global-routing pass is 1956. Clock skew on the completed layout was measured at 0.0130 ns. The number of clock buffers inserted by TritonCTS is 9. The post-cts repair resize count came out at 0. The arrival time reported for the critical path endpoint is between 2 and 3 ns. The number of cells produced by synthesis is 242. The fraction of synthesized cell area taken by the top area cell type is approximately 56%. The core box area is 6490 um^2. The chip occupies 7190 um^2. The number of pins exceeding their max-slew limit in the final report is 0. The library cell with the highest instance count after synthesis is edfxtp_1. The tree is rooted in a clkbuf_8. Setup repair after global routing left no endpoint under its margin. The analysis reports a worst IR drop on VDD of 0.000305 V.

The clock slew seen by the registers of the worst setup and hold paths is 0.08 ns. The detailed router reported a total wirelength of about 6700 um. Counting flops with a built-in enable in the synthesized netlist gives ~64. The final weighted congestion in routability-driven placement is approximately 0.81. Among all flip-flop cells after synthesis, the most frequent one is edfxtp_1. The summed standard-cell area reported by yosys is 3430 um^2. The total of max-cap violations came out at 0.

After clock tree synthesis, the flow added hold-fix buffers numbering 0. The height of the die came out at ~85 um. The sequential element share of the synthesized area came out at 71.9%.

The first-pass GRT wire length is 10400 um. Note that the worst hold path type here is flip-flop to flip-flop. Overall power consumption after layout is estimated at approximately 0.0014 W. The count of nets left with antenna violations once routing finished came out at 0.

The internal reg-to-reg setup slack came out at 3.74 ns. The number of different library cells used by synthesis comes to around 40. Counting instances in the post-synthesis netlist gives the leading cell types as 64 x edfxtp_1, 33 x buf_4, 27 x dfxtp_1.

The average cell area after synthesis is 14.2 um^2. The headroom to the max-slew limit is 54.6%. The async set-reset flop share out of synthesis came out at 0%. For this run, the top clock speed supported by timing is 0.395 GHz. The number of standard cells in the layout, taps in and fillers out came out at ~450. The number of cells in the design after placement came out at 431. The starting utilization of the core area is between 50% and 60%. After the first detailed-routing iteration, the DRC count stood at approximately 100. The final layout reports a setup TNS of 0 ns. The number of H-tree branching levels is 3.

The largest net degree at the start of global routing is 33. The post-CTS setup repair buffer count came out at 0. The global routing usage summed across all routing layers came out at between 20% and 30%. The via count is 2250. The number of diodes added for antenna fixing is 0. The routed design shows a via density per instance of roughly 5.0. The total I/O pin count came out at roughly 150. In the Yosys report the total cell count is ~240. After synthesis the cells add up to 3430 um^2. The number of register bits inferred by synthesis came out at between 90 and 100. The initial antenna violation count came out at 0. The stage-log warning count is 26. The number of setup violations in the final report is 0. The detailed-router iteration count before antenna repair came out at 26. The final routed DRC violation total came out at 0. The required time of the critical path came out at ~5.4 ns. The worst-case clock buffer depth came out at 2.

The total count of hold-check failures in the final report came out at 0. The dominant cell type by area after synthesis is edfxtp_1. The area growth from synthesis to layout is 39.8%. The critical path is of the primary input to flip-flop type.

For the worst-skew pair, the clock arrives at the later sink with an insertion delay of 0.35 ns. The total global routing overflow came out at 0. The fraction of layout instances using a drive strength above 1 is about 6.2%.
==> layout by cell type (no fill, tap or decap), types with 4 or more instances in the layout <==
cell	Yosys	routed
clkdlybuf4s50_1	0	116
edfxtp_1	64	64
conb_1	1	33
dfxtp_1	27	27
a21oi_1	18	18
nand2_1	13	13
nor2_1	12	11
clkbuf_8	0	9
nand3_1	8	8
o21ai_0	7	7
or3_1	6	6
or4_1	6	6
o31ai_1	5	5
inv_1	4	4
==> power by group <==
| part | switching, W | total [W] | internal (W) |
|---|---|---|---|
| Clock | 0.000213 | 0.000520 | 0.000307 |
| Sequential | 0.0000135 | 0.000778 | 0.000765 |
| Combinational | 0.0000386 | 0.0000976 | 0.0000590 |
| Total | 0.000265 | 0.00140 | 0.00113 |
==> stage by stage <==
stage               utilization [%]  setup slack [ns]  hold WS [ns]  area (um^2)
floorplan                         -              1.28         0.435         3550
global placement               70.1              2.50         0.447         4560
CTS                            73.7              2.86         0.474         4790
finish                         73.7              2.87         0.470         4790
global route                   73.7              2.77         0.499         4790
detailed placement             70.1              2.50         0.463         4560
==> critical path, stage by stage <==
cell,delay (ns)
clkdlybuf4s50_1,0.75
nor3b_2,0.28
buf_4,0.40
==> kinds of logic after synthesis <==
| family | count (synthesis) | synth area share, % |
|---|---|---|
| adder cells (fa/ha/maj) | 2 | 0.730 |
| AND/OR/NAND/NOR | 60 | 9.61 |
| other | 1 | 0.109 |
| multiplexers | 1 | 0.438 |
| buffers and inverters | 42 | 8.47 |
| AND-OR/OR-AND | 40 | 7.49 |
| XOR/XNOR | 5 | 1.28 |
| flip-flops | 91 | 71.9 |
==> path summary, 6_finish.rpt <==
| path | from | endpoint | depth (start not counted) |
|---|---|---|---|
| worst max-delay path | rst | words[0][28] | 3 |
| worst min-delay path | state[2] | state[1] | 2 |
| worst max register to register | state[1] | bram_addr[11] | 4 |
| worst min register to register | state[2] | state[1] | 2 |
==> final cells by class <==
class | count | area (um^2)
clock buffers | 11 | 131
clock inverters | 5 | 103
inverters | 4 | 15.0
multi-input cells | 141 | 806
fillers | 390 | 1710
repair buffers | 118 | 1180
well taps | 77 | 96.3
flip-flops and latches | 91 | 2460
==> flip-flops by register name, summed over array words and instances (netlist names) <==
name,flops
bram_addr,13
bram_en,1
buffer,1
dct_load,1
ps_irq,1
row_counter,4
state,4
word_addr,2
words,64
==> per-layer routing <==
layer,wire length [um],GRT usage [%],vias to the layer above
li1,-,-,1074
met2,3060,29.9,111
met3,765,8.76,7
met4,72,1.69,0
met5,0,0,-
met1,2770,32.2,1058
Power and IR drop assume default switching activity.
