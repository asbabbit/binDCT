==> flow/design.v <==
`timescale 1ns / 1ps
module fbindct_8bit #(
  parameter IN_WIDTH = 8,                                  
  parameter INT_BITS = 6,                                  
  parameter FRAC_BITS = 6,                                 
  parameter INTER_WIDTH = IN_WIDTH + INT_BITS + FRAC_BITS, 
  parameter OUT_WIDTH = 20                                 
)(
  input                                        clk,
  input                                        rst,
  input signed [8*IN_WIDTH-1:0]                x_in,         
  input                                        ready_in,     
  input                                        load,         
  output                                       valid_out,    
  output signed [8*OUT_WIDTH-1:0]              y_out         
);
parameter [1:0] IDLE = 2'b00;
parameter [1:0] WAIT = 2'b01;
parameter [1:0] SEND = 2'b10;
reg [1:0] state;
parameter [1:0] STAGE1 = 2'b00;
parameter [1:0] STAGE2 = 2'b01;
parameter [1:0] STAGE3 = 2'b10;
parameter [1:0] STAGE4 = 2'b11;
reg [1:0] stage;
reg signed [IN_WIDTH-1:0] x_reg_0, x_reg_1, x_reg_2, x_reg_3, x_reg_4, x_reg_5, x_reg_6, x_reg_7;
reg done;
assign valid_out = done;
always @(posedge clk) begin : state_machine
  if (rst) begin
    state <= IDLE;
    stage <= STAGE1;
    done <= 1'b0;
    x_reg_0 <= 0;
    x_reg_1 <= 0;
    x_reg_2 <= 0;
    x_reg_3 <= 0;
    x_reg_4 <= 0;
    x_reg_5 <= 0;
    x_reg_6 <= 0;
    x_reg_7 <= 0;
  end else begin
    case (state)
      IDLE: begin
        if(load) begin
          x_reg_0 <= x_in[1*IN_WIDTH-1:0*IN_WIDTH];
          x_reg_1 <= x_in[2*IN_WIDTH-1:1*IN_WIDTH];
          x_reg_2 <= x_in[3*IN_WIDTH-1:2*IN_WIDTH];
          x_reg_3 <= x_in[4*IN_WIDTH-1:3*IN_WIDTH];
          x_reg_4 <= x_in[5*IN_WIDTH-1:4*IN_WIDTH];
          x_reg_5 <= x_in[6*IN_WIDTH-1:5*IN_WIDTH];
          x_reg_6 <= x_in[7*IN_WIDTH-1:6*IN_WIDTH];
          x_reg_7 <= x_in[8*IN_WIDTH-1:7*IN_WIDTH];
          state <= WAIT;
        end
      end
      WAIT: begin
        case (stage)
          STAGE1: begin 
            stage <= STAGE2;
            done <= 1'b0;
          end
          STAGE2: stage <= STAGE3;
          STAGE3: stage <= STAGE4;
          STAGE4: begin 
            state <= SEND;
            stage <= STAGE1;
            done <= 1'b1;
          end
          default : begin 
            stage <= STAGE1;
          end
        endcase
      end
      SEND: begin
        if(ready_in) begin
          state <= IDLE;
          done <= 1'b0;
        end
      end
      default: state <= IDLE;
    endcase
  end
end
reg signed [INTER_WIDTH-1:0] a_reg_0, a_reg_1, a_reg_2, a_reg_3, a_reg_4, a_reg_5, a_reg_6, a_reg_7;
wire signed [INTER_WIDTH-1:0] a_wire_0, a_wire_1, a_wire_2, a_wire_3, a_wire_4, a_wire_5, a_wire_6, a_wire_7;
assign a_wire_0 = (x_reg_0 + x_reg_7) << FRAC_BITS;
assign a_wire_1 = (x_reg_1 + x_reg_6) << FRAC_BITS;
assign a_wire_2 = (x_reg_2 + x_reg_5) << FRAC_BITS;
assign a_wire_3 = (x_reg_3 + x_reg_4) << FRAC_BITS;
assign a_wire_4 = (x_reg_3 - x_reg_4) << FRAC_BITS;
assign a_wire_5 = (x_reg_2 - x_reg_5) << FRAC_BITS;
assign a_wire_6 = (x_reg_1 - x_reg_6) << FRAC_BITS;
assign a_wire_7 = (x_reg_0 - x_reg_7) << FRAC_BITS;
always @(posedge clk) begin : stage1
  if(rst) begin
    a_reg_0 <= 0;
    a_reg_1 <= 0;
    a_reg_2 <= 0;
    a_reg_3 <= 0;
    a_reg_4 <= 0;
    a_reg_5 <= 0;
    a_reg_6 <= 0;
    a_reg_7 <= 0;
  end else if(stage == STAGE1) begin
    a_reg_0 <= a_wire_0;
    a_reg_1 <= a_wire_1;
    a_reg_2 <= a_wire_2;
    a_reg_3 <= a_wire_3;
    a_reg_4 <= a_wire_4;
    a_reg_5 <= a_wire_5;
    a_reg_6 <= a_wire_6;
    a_reg_7 <= a_wire_7;
  end
end
reg signed [INTER_WIDTH-1:0] b_reg_0, b_reg_1;
wire signed [INTER_WIDTH-1:0] b_wire_0, b_wire_1;
assign b_wire_0 = (a_reg_5>>>2) + (a_reg_5>>>3) + a_reg_6;             
assign b_wire_1 = (b_wire_0>>>1) + (b_wire_0>>>3) - a_reg_5;           
always @(posedge clk) begin : stage2
  if(rst) begin
    b_reg_0 <= 0;
    b_reg_1 <= 0;
  end else if(stage == STAGE2) begin
    b_reg_0 <= b_wire_0;
    b_reg_1 <= b_wire_1;
  end
end
reg signed [INTER_WIDTH-1:0] c_reg_0, c_reg_1, c_reg_2, c_reg_3, c_reg_4, c_reg_5, c_reg_6, c_reg_7;
wire signed [INTER_WIDTH-1:0] c_wire_0, c_wire_1, c_wire_2, c_wire_3, c_wire_4, c_wire_5, c_wire_6, c_wire_7;
assign c_wire_0 = a_reg_0 + a_reg_3;
assign c_wire_1 = a_reg_2 + a_reg_1;
assign c_wire_2 = a_reg_1 - a_reg_2;
assign c_wire_3 = a_reg_0 - a_reg_3;
assign c_wire_4 = a_reg_4 + b_reg_1;
assign c_wire_5 = a_reg_4 - b_reg_1;
assign c_wire_6 = a_reg_7 - b_reg_0;
assign c_wire_7 = b_reg_0 + a_reg_7;
always @(posedge clk) begin : stage3 
  if(rst) begin
    c_reg_0 <= 0;
    c_reg_1 <= 0;
    c_reg_2 <= 0;
    c_reg_3 <= 0;
    c_reg_4 <= 0;
    c_reg_5 <= 0;
    c_reg_6 <= 0;
    c_reg_7 <= 0;
  end else if(stage == STAGE3) begin
    c_reg_0 <= c_wire_0;
    c_reg_1 <= c_wire_1;
    c_reg_2 <= c_wire_2;
    c_reg_3 <= c_wire_3;
    c_reg_4 <= c_wire_4;
    c_reg_5 <= c_wire_5;
    c_reg_6 <= c_wire_6;
    c_reg_7 <= c_wire_7;
  end
end
reg signed [INTER_WIDTH-1:0] d_reg_0, d_reg_1, d_reg_2, d_reg_3, d_reg_4, d_reg_5, d_reg_6;
wire signed [INTER_WIDTH-1:0] d_wire_0, d_wire_1, d_wire_2, d_wire_3, d_wire_4, d_wire_5, d_wire_6;
assign d_wire_0 = c_reg_0 + c_reg_1;                                          
assign d_wire_1 = (d_wire_0>>>1) - c_reg_1;                                   
assign d_wire_2 = c_reg_2 - ((c_reg_3>>>2) + (c_reg_3>>>3));                 
assign d_wire_3 = c_reg_3 + (d_wire_2>>>2) + (d_wire_2>>>3);                 
assign d_wire_4 = c_reg_4 - (c_reg_7>>>3);                                    
assign d_wire_5 = c_reg_5 + (c_reg_6>>>1) + (c_reg_6>>>2) + (c_reg_6>>>3);  
assign d_wire_6 = c_reg_6 - (d_wire_5>>>1);                                   
always @(posedge clk) begin : stage4 
  if(rst) begin
    d_reg_0 <= 0;
    d_reg_1 <= 0;
    d_reg_2 <= 0;
    d_reg_3 <= 0;
    d_reg_4 <= 0;
    d_reg_5 <= 0;
    d_reg_6 <= 0;
  end else if(stage == STAGE4) begin
    d_reg_0 <= d_wire_0;
    d_reg_1 <= d_wire_1;
    d_reg_2 <= d_wire_2;
    d_reg_3 <= d_wire_3;
    d_reg_4 <= d_wire_4;
    d_reg_5 <= d_wire_5;
    d_reg_6 <= d_wire_6;
  end
end
reg [INTER_WIDTH-1:0] c_reg7_delay;
always @(posedge clk) begin : delay_c_reg
  if (rst) begin
    c_reg7_delay <= 1'b0;
  end else begin
    c_reg7_delay <= c_reg_7;
  end
end
assign y_out[1*OUT_WIDTH-1:0*OUT_WIDTH] = d_reg_0;
assign y_out[2*OUT_WIDTH-1:1*OUT_WIDTH] = c_reg7_delay;
assign y_out[3*OUT_WIDTH-1:2*OUT_WIDTH] = d_reg_3;
assign y_out[4*OUT_WIDTH-1:3*OUT_WIDTH] = d_reg_6;
assign y_out[5*OUT_WIDTH-1:4*OUT_WIDTH] = d_reg_1;
assign y_out[6*OUT_WIDTH-1:5*OUT_WIDTH] = d_reg_5;
assign y_out[7*OUT_WIDTH-1:6*OUT_WIDTH] = d_reg_2;
assign y_out[8*OUT_WIDTH-1:7*OUT_WIDTH] = d_reg_4;
endmodule
==> flow/run.sh <==
#!/bin/bash
# OpenROAD 26Q1-2900-gdf79404cd8, Yosys 0.63+post, stock flow scripts
make -C /OpenROAD-flow-scripts/flow DESIGN_CONFIG=/design/flow/config.mk WORK_HOME=/design/flow/orfs finish
==> flow/config.mk <==
export PLATFORM = sky130hd
export DESIGN_NAME = fbindct_8bit
export DESIGN_NICKNAME = fbindct_8bit
export VERILOG_FILES = /design/flow/design.v
export SDC_FILE = /design/flow/constraint.sdc
export NUM_CORES = 4
export LEC_CHECK = 1
export CORE_UTILIZATION = 50
==> flow/constraint.sdc <==
current_design fbindct_8bit

set clk_period 12.8
set clk_io_pct 0.2

create_clock -name clk0 -period $clk_period [get_ports {clk}]

set non_clock_inputs [all_inputs -no_clocks]
set_input_delay [expr $clk_period * $clk_io_pct] -clock clk0 $non_clock_inputs
set_output_delay [expr $clk_period * $clk_io_pct] -clock clk0 [all_outputs]
==> results.toml <==
# physical design summary
[run_status]
status = "finished, final reports clean"

[clocking]
htreeDepth = 2
cts.clk_slew.worst_paths_ns = 0.06
insertion_delay_ns = 0.61
post_cts_resized = 0
cts_setup_buffers = 0
cts-buffers-inserted = 51
root_buffer = "clkbuf_16"
cts_sinks = 435
clockBufferDepth = 3
cts_tree = "yes"
cts_hold_buffers = 0

[hold_path]
hold_class = "reg -> reg"

[worst_setup_path]
critical-path-max-stage-delay_ns = 0.50
crit_family = "adder cells"
crit_buf_inv = 2
critPathRequiredTime_ns = 13.30
worstSetupStartpointType = "flip-flop"
crit_slowest_cell = "dfxtp_1"
worstPathMaxFanout = 7
worstSetupEndpointType = "flip-flop"
critPathArrivalTime_ns = 6.53
path_cells = "inv_1 -> fa_1 -> fa_1 -> inv_1 -> ha_1 -> a211oi_1 -> o21bai_2 -> a21oi_1 -> xor2_1 -> ha_1 -> a21o_1 -> a21oi_1 -> nor3b_1 -> a21oi_1 -> maj3_2 -> maj3_2 -> o21a_1 -> o211ai_2 -> o211ai_2 -> maj3_2 -> a2111o_1 -> o221ai_1"
crit_type = "reg -> reg"

[grt]
grt_max_degree = 99
antenna_found_initial = 0
grt_util_all_layers_pct = 25.7
grt_overflow = 0
first_global_vias = 20400
grt_pass1_wl_microns = 111000

[power_and_ir_drop]
p_leak_nw = 13.7
peakVddDrop_uv = 167
p_total_mw = 5.92
powerDensity_nw_per_um2 = 180

[timing]
hold_viol_final = 0
setup_viol = 0
tightest_slew_ns = 0.837
fin_skew_ns = 0.0229
layout_setup_ws_ns = 6.77
min_period_ns = 6.03
fmax_mhz = 166
finalMaxSlewViolations = 0
relSlewSlack_pct = 43.9
min_period_over_period_pct = 47.1
rsz0062_at_grt = "false"
finalSetupTns_ns = 0

[synth]
syn_avg_cell_area_sq_um = 8.31
edf_count = 0
ys_cells = 3446
async_flop_share_pct = 0
yosys_warnings = 1
postSynthSeqShare_pct = 30.4
synth-seq-cells = 435
largest_area_cell = "dfxtp_1"
synth_cell_types = 74
ys.flop_type = "dfxtp_1"
synth_area_sq_um = 28600
top_area_share_pct = 30.4
syn_inst = 3446
yosys-top-cells-area = "dfxtp_1, ha_1, nor2_1"
ys_area_sq_um = 28600

[drt]
ant_nets = 0
wl_per_cell_microns = 16.5
drcViolationCount = 0
via_count = 22700
diodes = 0
avgViaCountPerCell = 5.21
firstDrtPassIters = 6
routed_wirelength_microns = 72300
first_iter_violations = 945

[floorplan]
dieWidth_microns = 241
dieHeight_microns = 241
row_count = 87
ios = 229
chipArea_sq_um = 58200
initCoreUtil_pct = 50.7
core-area_sq_um = 56500

[placed_design]
place.detailed.hpwl_microns = 56400
gp_congestion = 0.939
pre_cts_ws_ns = 6.77
io_buffers = 208

[cells_and_area]
lay_top_count = "nor2_1"
syn_to_final_growth_pct = 14.6
layout_top_cells = "nor2_1, dfxtp_1, inv_1, ha_1, a21oi_1"
drive_above_1_share_pct = 3.38
fillCellCount = 4893

[flow_run]
warnings = 108
drv_cap = 0
==> per-stage QoR <==
step | area, sq um | utilization (%) | cells | hold slack [ns]
floorplan | 28700 | - | 3465 | 0.396
global placement | 31100 | 55.1 | 4275 | 0.449
detailed placement | 31100 | 55.1 | 4275 | 0.457
CTS | 32800 | 58.1 | 4368 | 0.474
global route | 32800 | 58.1 | 4368 | 0.487
finish | 32800 | 58.1 | 4368 | 0.471
==> final cells by class <==
type	count	area (sq um)	share of cell area, %
multi-input cells	2485	17900	54.4
flip-flops and latches	435	8720	26.6
repair buffers	226	2220	6.77
clock buffers	77	1520	4.62
inverters	373	1400	4.27
well taps	756	946	2.88
clock inverters	16	148	0.450
==> worst reg2reg max path: cells and delay by family (launching register included) <==
| kind | cells | cell delay, ns |
|---|---|---|
| compound gates | 11 | 2.09 |
| flops | 1 | 0.50 |
| xor+xnor | 1 | 0.23 |
| buf+inv | 2 | 0.15 |
| fa+ha+maj | 7 | 2.68 |
| simple gates | 1 | 0.30 |
==> metal layers <==
| layer | vias up | wire length (microns) | track usage, % |
|---|---|---|---|
| met4 | 0 | 1630 | 4.79 |
| met5 | - | 0 | 0 |
| li1 | 11800 | - | - |
| met3 | 88 | 4210 | 5.03 |
| met1 | 10400 | 35600 | 40.4 |
| met2 | 436 | 30900 | 38.0 |
==> state kept, by name, summed over array words and instances (netlist names), 15 cells and up <==
signal / cells
c_reg_4: 18
b_reg_1: 20
d_reg_4: 18
d_reg_5: 19
c_reg7_delay: 17
b_reg_0: 15
d_reg_3: 19
c_reg_7: 16
c_reg_6: 17
d_reg_2: 17
c_reg_5: 18
d_reg_6: 19
==> cells in the mapped netlist, types with 18 or more instances <==
cell	number
nand2b_1	22
nor2_1	506
xor2_1	56
nor3_1	49
nand2_1	248
fa_1	89
buf_4	23
or3_1	18
buf_1	36
clkbuf_1	113
inv_1	372
o21a_1	38
a211oi_1	99
mux2i_1	120
nor2b_1	24
dfxtp_1	435
a21boi_0	24
xnor2_1	167
a21o_1	55
o21bai_1	65
a21oi_1	287
ha_1	306
o21ai_0	104
nand3_1	18
==> kinds of logic (layout without fill, tap and decap cells) <==
| kind of cell | count (synthesis) | in the layout | synth area share (%) |
|---|---|---|---|
| AND/OR/NAND/NOR | 944 | 944 | 13.9 |
| XOR/XNOR | 225 | 225 | 6.98 |
| flip-flops | 435 | 435 | 30.4 |
| buffers and inverters | 545 | 692 | 7.45 |
| AND-OR/OR-AND | 775 | 775 | 17.2 |
| adder cells (fa/ha/maj) | 401 | 401 | 19.8 |
| other | 1 | 20 | 0.0131 |
| multiplexers | 120 | 120 | 4.20 |
==> path summary, 6_finish.rpt <==
check | start | end | slack, ns | cells after the start
min reg2reg | c_reg_0[18] | c_reg_0[18] | 0.47 | 1
max | c_reg_6[4] | d_reg_6[19] | 6.77 | 22
max reg2reg | c_reg_6[4] | d_reg_6[19] | 6.77 | 22
min | c_reg_0[18] | c_reg_0[18] | 0.47 | 1
==> power breakdown <==
part / internal, mW / switching (mW)
clock: 0.854 / 0.582
combinational: 1.27 / 1.66
sequential: 1.44 / 0.108
Power figures rest on the tool's default switching activity, not on a simulated workload.
